$ cat flow/config.mk
export PLATFORM = sky130hd
export DESIGN_NAME = leftrightshift
export DESIGN_NICKNAME = leftrightshift
export VERILOG_FILES = /design/flow/design.v
export SDC_FILE = /design/flow/constraint.sdc
export NUM_CORES = 4
export LEC_CHECK = 1
export CORE_AREA = 10 10 70 70
export DIE_AREA = 0 0 80 80
$ cat flow/constraint.sdc
current_design leftrightshift

set clk_period 1.0
set clk_io_pct 0.2

create_clock -name clk0 -period $clk_period [get_ports {clk}]

set non_clock_inputs [all_inputs -no_clocks]
set_input_delay [expr $clk_period * $clk_io_pct] -clock clk0 $non_clock_inputs
set_output_delay [expr $clk_period * $clk_io_pct] -clock clk0 [all_outputs]
$ cat flow/design.v
module leftrightshift (
    input clk, rst, load, shift_dir,
    input [3:0] data_in,
    output reg [3:0] data_out
);
    always @(posedge clk or posedge rst)
        if (rst)
            data_out = 0;
        else if (load)
            data_out = data_in;
        else if (shift_dir)
            data_out = data_out >> 1;  
        else
            data_out = data_out << 1;  
endmodule
$ cat flow/run.sh
#!/bin/bash
# OpenROAD 26Q1-2900-gdf79404cd8, Yosys 0.63+post, stock flow scripts
make -C /OpenROAD-flow-scripts/flow DESIGN_CONFIG=/design/flow/config.mk WORK_HOME=/design/flow/orfs finish
==> insert_results.sql <==
-- metrics for the results database
INSERT INTO impl_metrics (metric_group, metric, value, unit) VALUES
('timing', 'postLayoutSetupSlackWorst', '0.0528', 'ns'),
('power', 'leakage', '0.148', 'nW'),
('worst_setup_path', 'timing_worst_setup_path_type', 'register to output port', ''),
('timing', 'layout_min_cycle_time', '0.947', 'ns'),
('placed_design', 'dp_slack', '-0.165', 'ns'),
('logic_synthesis', 'yosys_most_used_dff', 'dfrtp_1', ''),
('worst_setup_path', 'cp_cell_sequence', 'buf_2', ''),
('logic_synthesis', 'netlist.top_cell.by_instances', 'nand2_1', ''),
('worst_setup_path', 'cpMaxStageDelayCell', 'dfrtp_1', ''),
('worst_setup_path', 'worst-endpoint-required', '0.80', 'ns'),
('timing', 'rsz0062_at_grt', 'no', ''),
('status', 'outcome', 'completed', ''),
('cells_and_area', 'nFillCells', '403', ''),
('route', 'vias', '173', ''),
('global_route', 'grt-ovfl-total', '0', ''),
('die', 'fp.coreArea', '0.00342', 'mm2'),
('route', 'drt.antenna.violating_nets', '0', ''),
('cells_and_area', 'end_of_flow_core_utilization', '10.1', '%'),
('route', 'vias_per_instance', '2.22', ''),
('timing', 'fin_hold_ws', '0.156', 'ns'),
('global_route', 'antenna_found_initial', '0', ''),
('worst_setup_path', 'critical-path-max-stage-delay', '0.39', 'ns'),
('timing', 'timing.slew.headroom', '82.7', '%'),
('timing', 'slew_violations', '0', ''),
('route', 'detailedRoute.firstIterationViolations', '2', ''),
('logic_synthesis', 'netlist_top_cells_count', 'nand2_1, dfrtp_1, mux2i_1, o21ai_0, o21ai_1', ''),
('timing', 'final_min_period_over_clock_period', '94.7', '%'),
('worst_setup_path', 'path_buffers', '1', ''),
('clock_tree', 'cts_tree', 'done', ''),
('placed_design', 'placed_cells_incl_taps', '75', ''),
('die', 'placementRows', '21', ''),
('min_path', 'hp-class', 'input port to async pin', ''),
('logic_synthesis', 'post_synthesis_average_cell_area', '9.94', 'um2'),
('global_route', 'groute.usage.overall', '2.41', '%'),
('placed_design', 'numPortBuffers', '11', ''),
('die', 'io_pins', '12', ''),
('worst_setup_path', 'worst_ep_arrival_time', '0.75', 'ns'),
('logic_synthesis', 'synth_stat.cells', '17', ''),
('logic_synthesis', 'yosysUniqueCellTypes', '7', ''),
('placed_design', 'placed_cell_area', '344', 'um2'),
('logic_synthesis', 'ys_chip_area', '169', 'um2'),
('timing', 'worst_pin_slew', '0.258', 'ns'),
('timing', 'fmaxAchievable', '1060', 'MHz'),
('cells_and_area', 'seqCellArea', '100', 'um2'),
('clock_tree', 'clock-sinks', '4', ''),
('flow_run', 'warning_total_across_the_stage_logs', '25', ''),
('logic_synthesis', 'post-synth-top-area-fraction', '59.3', '%'),
('flow_run', 'drv_cap', '0', ''),
('route', 'drc', '0', ''),
('clock_tree', 'clk_pin_slew', '0.04', 'ns'),
('logic_synthesis', 'yosys_warnings', '1', ''),
('clock_tree', 'cts-root-buf', 'clkbuf_4', ''),
('power', 'p_total', '0.462', 'mW'),
('cells_and_area', 'mi_logic_area', '65.1', 'um2'),
('cells_and_area', 'finish.cell_count_without_fillers', '78', ''),
('clock_tree', 'htree_num_levels', '1', ''),
('die', 'die-width', '80', 'um'),
('timing', 'final_count_of_negative_setup_slack_endpoints', '0', ''),
('logic_synthesis', 'synth_top_cell_by_area', 'dfrtp_1', ''),
('worst_setup_path', 'type_of_element_launching_the_critical_path', 'register', ''),
('global_route', 'grt_start_max_net_pins', '9', ''),
('power', 'ir_worst_vdd', '0.000267', 'V'),
('clock_tree', 'clkLatencyLatePin', '0.24', 'ns'),
('global_route', 'vias_in_the_first_global_route', '209', ''),
('clock_tree', 'ctsLongestPathBuffers', '2', ''),
('cells_and_area', 'drive_above_1_share', '25.0', '%'),
('logic_synthesis', 'synth.yosys.seq_area_share', '59.3', '%'),
('timing', 'timing.setup.tns', '0', 'ns'),
('cells_and_area', 'design_area', '347', 'um2');
## cell usage in the layout (no fill, tap or decap)
master / instances
dfrtp_1: 4
nand2b_1: 1
mux2i_1: 2
o21ai_1: 2
buf_2: 2
nand2_1: 5
o21ai_0: 2
clkbuf_2: 2
clkbuf_4: 3
clkdlybuf4s50_1: 7
inv_1: 1
buf_4: 1
## power breakdown
group | internal (mW) | switching, mW | total (mW) | leakage (nW)
Combinational | 0.0487 | 0.0260 | 0.0747 | 0.0845
Sequential | 0.177 | 0.00981 | 0.187 | 0.0496
Clock | 0.134 | 0.0661 | 0.200 | 0.0138
## layout make-up
cell class              instances  share of cell area [%]
clock buffers                   3                    6.50
inverters                       1                    1.08
multi-input cells              12                    18.8
flip-flops and latches          4                    28.9
well taps                      46                    16.6
repair buffers                 12                    28.2
## worst paths after layout
kind,startpoint,endpoint,slack [ns],depth (start not counted)
setup / recovery,data_out[1],data_out[1],0.05,1
hold / removal,rst,data_out[3],0.16,2
setup reg to reg,data_out[2],data_out[1],0.14,3
hold reg to reg,data_out[3],data_out[2],0.56,2
max in group asynchronous,rst,data_out[0],0.69,2
min in group clk0,data_in[1],data_out[1],0.52,3
## what timing repair did
action,in CTS,in global routing
pin swaps,0,1
setup endpoints to repair,4,3
cloned,0,0
buffers inserted,1,0
resized,10,2
hold buffers,0,0
## cell families (layout without fill, tap and decap cells)
logic type	count (synthesis)	after routing	share of synthesized area, %
buffers and inverters	1	16	2.22
flip-flops	4	4	59.3
multiplexers	2	2	11.9
AND-OR/OR-AND	4	4	11.9
AND/OR/NAND/NOR	6	6	14.8
## per-layer routing
metal	track usage, %	up-vias	routed length, um
li1	-	87	-
met1	2.60	72	281
met2	2.33	14	172
met3	3.86	0	207
met4	0.352	0	0
met5	0	-	0
Power figures rest on the tool's default switching activity, not on a simulated workload.
